### flow/run.sh
#!/bin/bash
# OpenROAD 26Q1-2900-gdf79404cd8, Yosys 0.63+post, stock flow scripts
make -C /OpenROAD-flow-scripts/flow DESIGN_CONFIG=/design/flow/config.mk WORK_HOME=/design/flow/orfs finish
### flow/config.mk
export PLATFORM = sky130hd
export DESIGN_NAME = Booth_mul_16
export DESIGN_NICKNAME = Booth_mul_16
export VERILOG_FILES = /design/flow/design.v
export SDC_FILE = /design/flow/constraint.sdc
export NUM_CORES = 4
export LEC_CHECK = 1
export CORE_UTILIZATION = 50
### flow/constraint.sdc
current_design Booth_mul_16

set clk_period 31.1
set clk_io_pct 0.2

create_clock -name clk0 -period $clk_period

set non_clock_inputs [all_inputs -no_clocks]
set_input_delay [expr $clk_period * $clk_io_pct] -clock clk0 $non_clock_inputs
set_output_delay [expr $clk_period * $clk_io_pct] -clock clk0 [all_outputs]
### flow/design.v
module Booth_mul_16 (
    input  signed [15:0] X,
    input  signed [15:0] Y,
    output signed [31:0] Z
);
    reg signed [31:0] result;
    reg signed [31:0] acc;
    reg signed [31:0] Y_ext;
    reg [16:0] Booth_X;
    integer i;
    always @(*) begin
        result  = 32'd0;
        Y_ext   = { {16{Y[7]}}, Y };
        Booth_X = {X, 1'b0};
        for (i = 0; i < 16; i = i + 1) begin
            case (Booth_X[i +: 2])
                2'b01: acc =  Y_ext << i;
                2'b10: acc = -Y_ext << i;
                default: acc = 32'd0;
            endcase
            result = result + acc;
        end
    end
    assign Z = result;
endmodule
==> out/metrics.yaml <==
sta:
  finalCritPeriodShare_pct: 70.2
  worst_slew_pin_slew_ns: 0.896
  post-route-min-period_ns: 21.82
  setup_viol: 0
  rsz0062_at_grt: "false"
  hold_viol: 0
  slew_headroom_pct: 40.3
  setup_ws_ns: 9.28
  fin_tns_setup_ns: 0
  finalMaxSlewViolations: 0
  fmax_ghz: 0.0458
drt:
  postRouteAntennaNets: 0
  num_vias: 12584
  vias_per_cell: 5.76
  first_pass_iters: 5
  drc: 0
  routed_wl_um: 48300
  avgRoutedWirePerCell_um: 22.1
  drt_iter0_markers: 1068
cts:
  cts_setup_buffers: 0
  ctsHoldBuffers: 0
  cts.repair.resized: 0
global_routing:
  grt_util_all_layers_pct: 35.8
  antenna_found_initial: 1
  grt_pass1_wl_um: 77200
  first_global_vias: 12963
  overflow: 0
  grt_max_degree: 31
power_and_ir_drop:
  power_frac_seq_pct: 0
  swShare_pct: 46.6
  netSwitchingPower_w: 0.000749
  combPwrFrac_pct: 100.0
  internal_power_w: 0.000858
  pwr-share-clk_pct: 0
  ir_drop_uv: 152
  cellPowerDensity_mw_per_mm2: 101
  p_leak_nw: 7.72
die:
  rows: 62
  fp-utilization_pct: 51.3
  die_area_mm2: 0.0304
  fp.coreArea_mm2: 0.0289
  io_pins: 64
  die_h_um: 174
  fp.dieW_um: 174
place:
  gp_congestion: 0.979
  dp_hpwl_um: 37500
  dpl_worst_slack_ns: 9.26
  numPortBuffers: 64
logic_synthesis:
  ys_cells: 1812
  postSynthCellCount: 1812
  top_cells_by_area: "fa_1 (42%), inv_1 (9.9%), a22oi_1 (7.5%), ha_1 (7.3%), or2_2 (5.1%)"
  common_cells: "inv_1 (390), fa_1 (308), a22oi_1 (149), nand2_1 (135), clkbuf_1 (129)"
  yosys_area_mm2: 0.0148
  yosysUniqueCellTypes: 55
  synth_warnings: 1
  top_area_share_pct: 41.5
  synth.most_common_cell: "inv_1"
  synth_top_cell_by_area: "fa_1"
  avgSynthCellArea_um2: 8.19
  netlist_area_mm2: 0.0148
  ys_seq_share_pct: 0
finish:
  filler_cell_count: 2683
  drive_gt1_share_pct: 11.8
  flop-count: 0
  area_growth_syn_to_layout_pct: 7.36
  flop_area_um2: 0
  nClkBuffers: 0
  combGateArea_mm2: 0.0128
run_status:
  status: "finished, final reports clean"
run:
  cap_violations: 0
  tool_warnings: 47
setup_path:
  cp-start-kind: "primary input"
  cp_data_required_time_ns: 24.88
  crit_top_cell: "fa_1"
  crit_type: "primary input to output port"
  worst_setup_path_end_kind: "output port"
  cpMaxStageDelayCell: "a221oi_1"
  critPathMaxStageDelay_ns: 0.59
  worst-path-max-fanout: 27
  worst_ep_arrival_time_ns: 15.60
min_path:
  hp-class: "primary input to output port"
through the flow:
stage / total power [W] / area [µm²] / hold slack [ns] / std cells / util (%)
6_report: 0.00161 / 15900 / 13.66 / 2186 / 55.1
5_1_grt: 0.00184 / 15900 / 13.70 / 2186 / 55.1
4_1_cts: 0.00163 / 15900 / 13.66 / 2185 / 55.1
3_5_place_dp: 0.00162 / 15900 / 13.65 / 2185 / 55.1
3_3_place_gp: 0.00161 / 15900 / 13.65 / 2185 / 55.1
2_1_floorplan: 0.000975 / 14800 / 12.71 / 1812 / -
power groups by stage:
stage                 registers [W]  logic, W  clock network, W
final                             0   0.00161  0.00000000000434
after CTS                         0   0.00163                 0
after global routing              0   0.00184  0.00000000000432
worst max-delay path, delay by kind of cell:
kind	cells	cell delay [ns]
AOI/OAI and AO/OA	8	1.80
xor gates and xnor gates	2	0.51
adders and majority gates	8	3.50
buffers and inverters	8	2.19
and+or+nand+nor	5	1.33
final timing paths:
check | slack, ns | end | cells after the start | start
worst max-delay path | 9.28 | Z[31] | 31 | Y[0]
worst min-delay path | 13.66 | Z[0] | 5 | X[0]
layout by cell type (no fill, tap or decap), drive strengths merged, types with 2 or more instances in the layout:
cell	instances
and2	12
mux2i	10
a211oi	2
nor4	5
nor3	18
or3b	2
a22oi	149
inv	391
xnor2	50
mux2	5
or2	120
nand4	3
a21o	85
o21ai	12
xor2	9
clkdlybuf4s50	64
nor3b	15
or3	2
o22ai	4
o32a	6
fa	308
o21bai	7
ha	87
nand2	136
nor2	84
or4	3
o211ai	3
a31oi	6
a21oi	77
nor2b	4
a22o	21
nand2b	15
buf	72
o21a	3
xnor3	2
cells by family (layout without fill, tap and decap cells):
| family | Yosys count | after routing | synth area share, % |
|---|---|---|---|
| adder cells (fa/ha/maj) | 395 | 395 | 48.9 |
| XOR/XNOR | 61 | 61 | 3.83 |
| multiplexers | 15 | 15 | 1.05 |
| AND-OR/OR-AND | 382 | 382 | 18.3 |
| AND/OR/NAND/NOR | 421 | 421 | 14.3 |
| other | 0 | 1 | 0 |
| buffers and inverters | 538 | 527 | 13.7 |
routing by layer:
metal	track usage [%]	share of wire, %	wire length, µm	vias up
li1	-	-	-	5653
met5	0	0	0	-
met4	12.0	4.1	1970	0
met2	54.6	47	22700	611
met1	52.4	40	19200	6202
met3	9.20	9.2	4430	118
cell type report:
class | instances | area share (%)
Antenna cell | 1 | 0.0157
Inverter | 391 | 9.21
Multi-Input combinational cell | 1274 | 80.3
Tap cell | 384 | 3.01
Timing Repair Buffer | 136 | 7.41
Power figures rest on the tool's default switching activity, not on a simulated workload.
