==> design/flow/design.v <==
`timescale 1ns / 1ps
module Barrel_shift_sel(
input [4:0] shift_amnt,
input L_R, 
input [31:0] shift_str,
output reg [31:0] shifted_str
    );
    reg [31:0] state,state0,state1,state2,state3,state4;
    always @* begin
    if( L_R )begin
    state  = shift_str;
    state0  = shift_amnt[0]?{state[30:0],state[31]}:state;
    state1  = shift_amnt[1]?{state0[29:0],state0[31:30]}:state0;
    state2  = shift_amnt[2]?{state1[27:0],state1[31:28]}:state1;
    state3  = shift_amnt[3]?{state2[23:0],state2[31:24]}:state2;
    state4  = shift_amnt[4]?{state3[15:0],state3[31:16]}:state3;
    end 
    else begin
    state  = shift_str;
    state0  = shift_amnt[0]?{state[0],state[31:1]}:state;
    state1  = shift_amnt[1]?{state0[1:0],state0[31:2]}:state0;
    state2  = shift_amnt[2]?{state1[3:0],state1[31:4]}:state1;
    state3  = shift_amnt[3]?{state2[7:0],state2[31:8]}:state2;
    state4  = shift_amnt[4]?{state3[15:0],state3[31:16]}:state3;
    end 
    shifted_str = state4;
    end
endmodule
==> design/flow/run.sh <==
#!/bin/bash
# OpenROAD 26Q1-2900-gdf79404cd8, Yosys 0.63+post, stock flow scripts
make -C /OpenROAD-flow-scripts/flow DESIGN_CONFIG=/design/flow/config.mk WORK_HOME=/design/flow/orfs finish
==> design/flow/config.mk <==
export PLATFORM = sky130hd
export DESIGN_NAME = Barrel_shift_sel
export DESIGN_NICKNAME = Barrel_shift_sel
export VERILOG_FILES = /design/flow/design.v
export SDC_FILE = /design/flow/constraint.sdc
export NUM_CORES = 4
export LEC_CHECK = 1
export CORE_UTILIZATION = 50
==> design/flow/constraint.sdc <==
current_design Barrel_shift_sel

set clk_period 4.8
set clk_io_pct 0.2

create_clock -name clk0 -period $clk_period

set non_clock_inputs [all_inputs -no_clocks]
set_input_delay [expr $clk_period * $clk_io_pct] -clock clk0 $non_clock_inputs
set_output_delay [expr $clk_period * $clk_io_pct] -clock clk0 [all_outputs]
==> results.sh <==
# source this file to load flow results
export IMPL_setup_viol=0
export IMPL_ys_seq_share=0
export IMPL_status="complete, no violations"
export IMPL_crit_path_end_kind="primary output"
export IMPL_avgSynthCellArea_um2=7.81
export IMPL_seq_cell_count=0
export IMPL_yosysWarnings=1
export IMPL_clockPowerShare=0
export IMPL_p_sw_frac=0.531
export IMPL_antenna_found_initial=0
export IMPL_hold_class="in -> out"
export IMPL_final_cells=659
export IMPL_fillers=660
export IMPL_grt_pass1_wl_um=26400
export IMPL_rsz0062_at_grt="no"
export IMPL_ant_nets=0
export IMPL_power_internal_mw=0.302
export IMPL_cp_max_fo=7
export IMPL_drt_total_wl_um=17300
export IMPL_antenna_cells=0
export IMPL_cts_setup_buffers=0
export IMPL_syn2layout_area_growth_pct=19.6
export IMPL_syn_cell_area_um2=3950
export IMPL_layout_drive_gt1_share=0.197
export IMPL_dpl_cell_count=659
export IMPL_setup_tns_ns=0
export IMPL_route_detailed_drc=0
export IMPL_initial_core_util=0.513
export IMPL_seq_area_um2=0
export IMPL_drt_pass1_iterations=6
export IMPL_tool_warnings=33
export IMPL_hold_violations=0
export IMPL_hold_depth=5
export IMPL_critPathKind="in -> out"
export IMPL_vias=5055
export IMPL_start_kind="input port"
export IMPL_sequentialPowerShare=0
export IMPL_coreArea_um2=7690
export IMPL_synth_distinct_cells=44
export IMPL_num_rows=32
export IMPL_via_per_inst=7.67
export IMPL_globalplace_congestion=1.11
export IMPL_combinationalPowerShare=1.000
export IMPL_post_route_min_period_ns=4.65
export IMPL_grt_usage=0.434
export IMPL_syn_inst=505
export IMPL_wl_per_cell_um=26.3
export IMPL_cts_resized=0
export IMPL_cp_required_ns=3.84
export IMPL_clock_fmax_mhz=215
export IMPL_hold_end="shifted_str[16]"
export IMPL_drt_iter0_markers=577
export IMPL_hpwl_um=13600
export IMPL_dieArea_um2=8250
export IMPL_ys_chip_area_um2=3950
export IMPL_grt_overflow_total=0
export IMPL_maxSlewHeadroom=0.406
export IMPL_grt_max_degree=60
export IMPL_die_w_um=90.8
export IMPL_p_per_area_nw_per_um2=136
export IMPL_yosys_cells=505
export IMPL_drv_cap=0
export IMPL_critPathArrivalTime_ns=3.69
export IMPL_clock_buffers=0
export IMPL_ios=70
export IMPL_drv_slew=0
export IMPL_io_buffers=70
export IMPL_worst_slew_pin_slew_ns=0.888
export IMPL_power_leakage_nw=1.58
export IMPL_fin_crit_sh=0.969
export IMPL_dieHeight_um=90.8
export IMPL_hold_path_startpoint="shift_amnt[0]"
export IMPL_p_switching_mw=0.341
export IMPL_vdd_ir_drop_max_uv=86.2
export IMPL_grt_pass1_vias=4643
export IMPL_postCtsHoldBufs=0
layout make-up:
cell class,count,area (um2),share of cell area
multi-input cells,454,3640,0.770
inverters,1,3.75,0.000795
well taps,102,128,0.0270
repair buffers,102,952,0.202
stage by stage:
step                hold slack [ns]  cell area (um2)   util  power (mW)  worst slack [ns]
finish                         3.13             4720  0.614       0.643             0.147
global route                   3.17             4720  0.614       0.679            0.0253
CTS                            3.09             4710  0.613       0.620            0.0431
detailed placement             3.09             4710  0.613       0.618            0.0600
global placement               3.10             4710  0.613       0.618            0.0587
floorplan                      2.03             3950      -       0.367              1.23
cell families (layout without fill, tap and decap cells):
kind of cell           after synthesis  after routing  synth area share
AND-OR/OR-AND                       57             57             0.116
AND/OR/NAND/NOR                    291            291             0.395
buffers and inverters               51            103            0.0802
multiplexers                       106            106             0.409
metal layers:
metal / wire, um / part of all wire / global-route usage
met5: 0 / 0 / 0
met1: 6550 / 0.38 / 0.606
met2: 7130 / 0.41 / 0.612
met3: 2590 / 0.15 / 0.160
met4: 1060 / 0.061 / 0.189
cells in the mapped netlist, drive strengths merged, types with 11 or more instances:
cell    count  area share
buf        24       0.055
clkbuf     26       0.025
mux2       29       0.085
mux2i      37       0.094
mux4       40        0.23
nor2       58       0.060
nor2b      13       0.021
nor3      134        0.17
nor4       55       0.087
o22ai      20       0.032
o32ai      11       0.031
worst max-delay path by stage:
stage                         start         endpoint  slack, ns  cells after the start
after global routing  shift_amnt[3]  shifted_str[30]       0.03                      9
after CTS             shift_amnt[3]   shifted_str[2]       0.04                      8
final                 shift_str[25]   shifted_str[2]       0.15                      7
worst max-delay path, cell delays in order:
cell and delay [ns]:
clkdlybuf4s50_1 0.60, mux2i_1 0.12, a22oi_1 0.62, nor4b_2 0.52, nor3_1 0.11, nor3_1 0.26, clkdlybuf4s50_1 0.50
power by group through the flow:
stage	clock network [mW]	logic, mW	registers, mW
finish	0	0.643	0
global route	0	0.679	0
CTS	0	0.620	0
layout by cell type (no fill, tap or decap), types with 2 or more instances in the layout:
master / count
or4_1: 2
a22oi_1: 4
nor2_2: 4
nor4b_1: 5
nor3_1: 134
nor4_1: 55
clkdlybuf4s50_1: 66
mux2i_1: 37
o32ai_1: 9
buf_12: 2
nand2b_1: 3
buf_2: 3
a211oi_1: 6
a221oi_1: 2
o2bb2a_1: 2
o41ai_1: 2
o22ai_1: 20
o31ai_1: 2
or3_1: 2
and2_1: 6
mux2_1: 7
mux4_1: 2
nor3b_1: 6
buf_4: 30
o21ai_0: 2
a2111oi_1: 2
a2111oi_0: 2
nor2_1: 53
mux2_2: 20
nor2b_1: 12
a22o_1: 2
mux2_4: 2
or2_2: 2
mux4_2: 38
Power figures rest on the tool's default switching activity, not on a simulated workload.
